File: ./config.mk
export PLATFORM = sky130hd
export DESIGN_NAME = Register
export DESIGN_NICKNAME = Register
export VERILOG_FILES = /design/flow/design.v
export SDC_FILE = /design/flow/constraint.sdc
export NUM_CORES = 4
export LEC_CHECK = 1
export CORE_UTILIZATION = 30
File: ./constraint.sdc
current_design Register

set clk_period 4.3
set clk_io_pct 0.2

create_clock -name clk0 -period $clk_period [get_ports {clk}]

set non_clock_inputs [all_inputs -no_clocks]
set_input_delay [expr $clk_period * $clk_io_pct] -clock clk0 $non_clock_inputs
set_output_delay [expr $clk_period * $clk_io_pct] -clock clk0 [all_outputs]
File: ./design.v
module Register(input wire clk,
                input wire reset,
                input wire rd1,
                input wire wn1,
                input wire rd2,
                input wire wn2,
                input wire rd3,
                input wire wn3,
                input wire [1:0] write_mode,
                input wire [3:0] reg_id1,
                input wire [3:0] reg_id2,
                input wire [3:0] reg_id3,
                input wire [15:0] write_data3,
                output wire [15:0] read_data1,
                output wire [15:0] read_data2);
    reg [15:0] register_memory[7:0];
    assign read_data1 = (rd1 == 1'b1 && wn1 == 1'b0)? register_memory[reg_id1] : 16'h0;
    assign read_data2 = (rd2 == 1'b1 && wn2 == 1'b0)? register_memory[reg_id2] : 16'h0;
    always @ (posedge clk) begin
        if (rd3 == 1'b0 && wn3 == 1'b1)  begin
            case (write_mode)
              2'b00: register_memory[reg_id3]       = write_data3;
              2'b01: register_memory[reg_id3][7:0]  = write_data[7:0];
              2'b10: register_memory[reg_id3][15:8] = write_data[7:0];
            endcase
        end
    end
endmodule
File: ./run.sh
#!/bin/bash
# OpenROAD 26Q1-2900-gdf79404cd8, Yosys 0.63+post, stock flow scripts
make -C /OpenROAD-flow-scripts/flow DESIGN_CONFIG=/design/flow/config.mk WORK_HOME=/design/flow/orfs finish
==> CHANGELOG.md <==
### Physical design

- N_diodes: 0
- Cycle use final: 88.6%
- Worst Max-Slew Pin Slew: around 0.58 ns
- Largest net degree at the start of global routing: 33
- Wire length of the first global-routing pass: 22400 um
- 1st-iter DRT viols: 161
- Initial Utilization: 30.6%
- WS Path Type: input port to primary output
- Cell Chain, Critical Path: clkdlybuf4s50_1 -> or4b_1 -> buf_4 -> o22ai_1 -> or2_1 -> clkdlybuf4s50_1
- Sw Share: approximately 19%
- Yosys cell types: 19
- Crit path DRT: ~3.4 ns
- Clock Power Share: 42.6%
- Worst Setup SP: reg_id2[0]
- Wire per inst: approximately 18 um
- Vias in the first global route: between 4000 and 5000
- Crit-path most repeated cell: clkdlybuf4s50_1
- I/O Buffers: about 65
- Synthesis area per yosys: 6160 um2
- Pleak: about 2.8 nW
- Worst-path clk slew: roughly 0.050 ns
- Mapped Avg Cell Area: 14.9 um2
- CP arrival: between 2 and 3 ns
- RSZ-0062 raised after global routing: false
- CTS Hold Buffers Added: 0
- Root Driver: clkbuf_16
- Total negative slack: 0 ns
- Total Routing Usage GR: 14.7%
- CTS max path bufs: 2
- Via-to-Cell Ratio: 4.99
- Dominant cell area share: 62.4%
- Internal power: between 2 and 2.5 mW
- Ys Warns: 4
- Slew margin rel.: 61.3%
- Post-route ant nets: 0
- Post-Syn Area: 6160 um2
- Yosys top cell by area: edfxtp_1
- Global route overflow: 0
- Worst hold-check path type: input port to register
- Hold_sp: write_data3[5]
- Final setup viols: 0
- Flip-flops with a built-in enable: 128
- Hold WS: 1.18 ns
- Pre-CTS setup slack: ~0.51 ns
- Layout cells sized above 1: 10.6%
- DR vias: approximately 3900
- Net Sw Power: between 0.5 and 0.6 mW
- Post-synth regs: 128
- CTS H-tree depth: 4
- Synth-to-Final Area Change: 24.3%
- Max incr delay on CP: around 0.55 ns
- Ys async rst share: 0%
- Cells after synthesis: 414
- Ys flop type: edfxtp_1
- Ys cells: between 400 and 500
- # IOs: roughly 70
- Final WS setup: 0.490 ns
- DPL Wire Length: 9180 um
- Crit Path Max Fanout: 16
- Die height: ~150 um
- DRC: 0
- # fillers: 1881
- Die X: ~150 um
- CTS Buf Count: 17
- Post-Route WL: 14400 um
- Sink Count: 128
- Hold Vio Cnt, Final: 0
- Log Warnings: 29
- Post-layout min period: 3.81 ns
- Status: completed
- # resized after CTS: 0
- Synth top area cells: edfxtp_1 (62%), mux2i_1 (21%), o22ai_1 (6.5%)
- Die area: 21100 um2
- Count of pins over their slew limit: 0
- CTS tree: built
- Max reg flops: 128
- Fmax: 262 MHz
- Pwr dens: 369 nW/um2
- Core ar.: a little over 20000 um2
- Max-cap viol count: 0
- Setup bufs post-CTS: 0
- Initial antenna violation count: 0
- Maximum vdd drop: 0.000265 V
- Most frequent cells after synthesis: edfxtp_1 (128), mux2i_1 (128), o22ai_1 (64), or2_1 (32), nor2_1 (14)
- Flop pwr share: 49.4%
- Pre-antenna DRT Iters: 4
- Comb power frac: 8.0%
- CP max stage cell: or4b_1
- Worst setup SP type: input port
- Critical Path Sink Type: primary output
- Std cell rows: 52
- RePlAce Congestion: 0.792
- Register share after synthesis: 62.4%
- Final Core Density: 38.0%
## critical path, delay by kind of cell
| kind | cells | cell delay (ns) |
|---|---|---|
| buffers and inverters | 3 | 1.17 |
| and+or+nand+nor | 2 | 0.71 |
| AOI/OAI and AO/OA | 1 | 0.19 |
## power by group through the flow
stage,combinational [mW],sequential (mW),clock (mW)
CTS,0.228,1.40,1.23
global route,0.245,1.40,1.28
finish,0.226,1.40,1.21
## routing by layer
layer | up-vias | global-route usage, % | share of wire [%]
li1 | 1816 | - | -
met1 | 1854 | 18.6 | 40
met2 | 206 | 22.0 | 45
met3 | 19 | 9.95 | 13
met4 | 0 | 1.79 | 1.4
met5 | - | 0.682 | 0
## cells in the final DEF (no fill, tap or decap), drive strengths merged
master         instances
clkinvlp               1
or2                   32
or4b                   2
nor2                  14
mux2i                128
clkbuf                19
nor2b                  1
nand2b                 2
clkinv                 9
o22ai                 64
clkdlybuf4s50         63
nand4b                 2
buf                   32
nand3                  2
bufinv                 1
edfxtp               128
nand4bb                4
nor3                   4
nand2                  3
## path summary, 6_finish.rpt
path / to / slack [ns] / cells past startpoint
setup / recovery: read_data2[11] / 0.49 / 6
hold / removal: register_memory[0][5]$_DFFE_PP_ / 1.18 / 1
## through the flow
stage	area [um2]	std cells	power, mW
floorplan	6160	414	1.54
global placement	7150	751	1.64
detailed placement	7150	751	1.65
CTS	7660	781	2.85
global route	7660	781	2.93
finish	7660	781	2.83
## area by class of cell
| type | instances | area [um2] | area share, % |
|---|---|---|---|
| Timing Repair Buffer | 95 | 896 | 11.7 |
| Tap cell | 270 | 338 | 4.41 |
| Clock inverter | 11 | 75.1 | 0.980 |
| Clock buffer | 19 | 433 | 5.65 |
| Sequential cell | 128 | 3840 | 50.2 |
| Multi-Input combinational cell | 258 | 2080 | 27.1 |
## logic make-up after synthesis
group,Yosys count,share of synthesized area (%)
AND-OR/OR-AND,64,6.50
buffers and inverters,28,3.94
flip-flops,128,62.4
AND/OR/NAND/NOR,66,6.41
multiplexers,128,20.8
Power is estimated from default activity; no workload was simulated.
